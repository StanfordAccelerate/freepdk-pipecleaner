--- ./run.sh ---
#!/bin/bash
# OpenROAD 26Q1-2900-gdf79404cd8, Yosys 0.63+post, stock flow scripts
make -C /OpenROAD-flow-scripts/flow DESIGN_CONFIG=/design/flow/config.mk WORK_HOME=/design/flow/orfs finish
--- ./config.mk ---
export PLATFORM = sky130hd
export DESIGN_NAME = top
export DESIGN_NICKNAME = top
export VERILOG_FILES = /design/flow/design.v
export SDC_FILE = /design/flow/constraint.sdc
export NUM_CORES = 4
export LEC_CHECK = 1
export CORE_AREA = 10 10 70 70
export DIE_AREA = 0 0 80 80
--- ./constraint.sdc ---
current_design top

set clk_period 1.7
set clk_io_pct 0.2

create_clock -name clk0 -period $clk_period [get_ports {clk}]

set non_clock_inputs [all_inputs -no_clocks]
set_input_delay [expr $clk_period * $clk_io_pct] -clock clk0 $non_clock_inputs
set_output_delay [expr $clk_period * $clk_io_pct] -clock clk0 [all_outputs]
--- ./design.v ---
module top ( 
	input   wire clk,
        input   wire reset,
        input   wire a,
        output  wire x, y
);
    parameter S0 = 3'b000;
    parameter S1 = 3'b001;
    parameter S2 = 3'b010;
    parameter S3 = 3'b011;
    parameter S4 = 3'b100;
    reg [2:0] state;
    reg [2:0] nextstate;
    always @(posedge clk or posedge reset)
        if (reset)  state <= S0;
        else        state <= nextstate;
    always @(*)
        case (state)
            S0: if (a)  nextstate = S3;
                else    nextstate = S1;
            S1: if (a)  nextstate = S3;
                else    nextstate = S2;
            S2: if (a)  nextstate = S3;
                else    nextstate = S2;
            S3: if (a)  nextstate = S4;
                else    nextstate = S1;
            S4: if (a)  nextstate = S4;
                else    nextstate = S1;
            default:    nextstate = S0;
        endcase
    assign x =  ((state == S1 | state == S2) & ~a) |
                ((state == S3 | state == S4) & a);
    assign y =  (state == S2 & ~a) | (state == S4 & a);
endmodule 
==> insert_results.sql <==
-- flow metrics import
INSERT INTO impl_metrics (metric_group, metric, value, unit) VALUES
('synth', 'synth_top_cell_by_area', 'dfrtp_1', ''),
('critical_path', 'timing_worst_setup_path_type', 'flop to output pin', ''),
('outcome', 'status', 'complete, no violations', ''),
('route', 'drt_pre_antenna_iters', '2', ''),
('sta', 'hold_slack', '0.294', 'ns'),
('synth', 'ys.flop_type', 'dfrtp_1', ''),
('route', 'drt_first_iter_violations', '4', ''),
('sta', 'hold_violation_total_from_the_final_report', '0', ''),
('sta', 'slew_violations', '0', ''),
('route', 'routedWlPerCell', '6.36', 'µm'),
('grt', 'first_global_vias', '172', ''),
('finish', 'layout-drive-gt1-share', '46.7', '%'),
('synth', 'synth.yosys.num_cells', '18', ''),
('die', 'die_width', '80', 'µm'),
('synth', 'topCombFamilyByArea', 'AND-OR/OR-AND gates', ''),
('sta', 'final_worst_clock_skew', '0.000342', 'ns'),
('route', 'route.final.wire_length', '483', 'µm'),
('critical_path', 'launch_point_of_the_worst_reg_to_reg_path', 'state[1]', ''),
('cts', 'clock_insertion_delay_worst_skew', '0.24', 'ns'),
('sta', 'finalSetupViolCount', '0', ''),
('synth', 'netlist_instances', '18', ''),
('critical_path', 'crit-reg2reg-capture', 'state[3]', ''),
('finish', 'register_with_the_highest_flop_count', 'state', ''),
('sta', 'grt_setup_unrepaired', 'no', ''),
('pwr', 'power.sequential.fraction', '42.9', '%'),
('grt', 'grt_antenna_before_repair', '0', ''),
('synth', 'yosys.area.top_type_share', '50.0', '%'),
('synth', 'yosysChipArea', '200', 'µm²'),
('grt', 'grtUsageTotal', '1.58', '%'),
('synth', 'simple_gate_share', '11.9', '%'),
('pwr', 'power.ir.vdd_worst', '0.000307', 'V'),
('cts', 'cts_sinks', '5', ''),
('synth', 'synth.cellmix.xorXnorShare', '0', '%'),
('synth', 'synth_cell_type_count', '11', ''),
('route', 'antenna_cells', '0', ''),
('finish', 'largest_register_ff_count', '5', ''),
('min_path', 'timing.hold.worst.class', 'primary input to asynchronous set/reset pin', ''),
('synth', 'synth-adder-area-share', '0', '%'),
('critical_path', 'critical_path.endpoint_type', 'output pin', ''),
('synth', 'synthMostInstantiatedCell', 'dfrtp_1', ''),
('synth', 'aoi_share', '11.9', '%'),
('synth', 'postSynthRegisterBits', '5', ''),
('placed_design', 'dp_hpwl', '353', 'µm'),
('pwr', 'power.net_switching', '73.3', 'µW'),
('synth', 'area_leaders', 'dfrtp_1 (50%), dfstp_2 (13%), a21oi_1 (7.5%)', ''),
('critical_path', 'required', '1.36', 'ns'),
('die', 'design.die.area', '6400', 'µm²'),
('synth', 'postSynthSeqShare', '63.1', '%'),
('sta', 'min_period', '1.62', 'ns'),
('route', 'detail-route-antenna-nets', '0', ''),
('pwr', 'netSwitchingFraction', '23.1', '%'),
('synth', 'average_cell_area_after_synthesis', '11.1', 'µm²'),
('pwr', 'power_density', '888', 'nW/µm²'),
('critical_path', 'startpoint_type', 'flop', ''),
('critical_path', 'r2r.worst_path.cells', '3', ''),
('synth', 'edf_count', '0', ''),
('pwr', 'combinationalPowerShare', '14.3', '%'),
('critical_path', 'setup.reg_to_reg.worst_slack', '0.82', 'ns'),
('cts', 'num_cts_buffers', '3', ''),
('placed_design', 'buffers_on_ports', '4', ''),
('route', 'post_dr_vias_cell', '2.07', ''),
('critical_path', 'worst-endpoint-arrival', '1.28', 'ns'),
('cts', 'tritoncts', 'built', ''),
('die', 'dieHeight', '80', 'µm'),
('pwr', 'clock_power_share', '42.8', '%'),
('placed_design', 'gp_routability_congestion', '0.646', ''),
('grt', 'maximum_number_of_pins_on_one_net_before_global_route_repair', '6', ''),
('grt', 'overflow', '0', ''),
('synth', 'syn_area', '200', 'µm²'),
('critical_path', 'critical_path_peak_fanout', '4', ''),
('synth', 'mux_area_share', '5.62', '%');
## per-stage QoR
stage	total power, mW	cell area [µm²]	setup TNS [ns]	setup slack [ns]	cells
finish	0.317	357	0	0.0845	76
detailed placement	0.178	313	-0.508	-0.274	70
floorplan	0.154	200	0	0.730	18
CTS	0.318	345	0	0.0197	75
global placement	0.176	313	-0.508	-0.280	70
global route	0.339	357	0	0.0140	76
## placed cells by master (no fill, tap or decap)
| cell | n |
|---|---|
| buf_4 | 4 |
| dfrtp_1 | 4 |
| clkbuf_4 | 3 |
| nor2_1 | 2 |
| inv_1 | 2 |
| a21oi_1 | 2 |
| clkdlybuf4s50_1 | 2 |
| inv_2 | 1 |
| nor2_4 | 1 |
| o21ai_2 | 1 |
| nor3_2 | 1 |
| a21oi_2 | 1 |
| mux2_1 | 1 |
| clkbuf_1 | 1 |
| clkbuf_2 | 1 |
| dlygate4sd2_1 | 1 |
| dfstp_2 | 1 |
| conb_1 | 1 |
## layout make-up
cell class	count	area (µm²)
fillers	407	3060
inverters	3	11.3
repair buffers	8	63.8
well taps	46	57.6
clock buffers	4	26.3
flip-flops and latches	5	126
multi-input cells	10	71.3
## cell families after synthesis
kind of cell           Yosys count
AND-OR/OR-AND                    4
flip-flops                       5
AND/OR/NAND/NOR                  4
multiplexers                     1
buffers and inverters            3
other                            1
## repair_timing
| action | 4_1_cts | 5_1_grt |
|---|---|---|
| hold buffers | 0 | 0 |
| setup endpoints to repair | 2 | 1 |
| gates resized | 3 | 3 |
| setup buffers | 1 | 1 |
## worst max-delay path by stage
stage                    start  to  slack (ns)  cells past startpoint
final                 state[2]   x        0.08                      3
after global routing  state[2]   x        0.01                      3
after CTS                    a   x        0.02                      5
## metal layers
layer	track usage, %	vias to the layer above	wire length [µm]
met1	1.81	73	246
met2	1.93	4	194
li1	-	80	-
met4	0.176	0	0
met5	0	-	0
met3	1.82	0	42
## critical path: stages, from the launching register on
cell and delay, ns:
dfrtp_1 0.38, nor2_4 0.06, a21oi_2 0.13, clkdlybuf4s50_1 0.47
## power groups by stage
stage,Combinational [mW],Sequential (mW),Clock [mW]
final,0.0453,0.136,0.135
after CTS,0.0419,0.135,0.141
after global routing,0.0500,0.137,0.153
Power figures rest on the tool's default switching activity, not on a simulated workload.
